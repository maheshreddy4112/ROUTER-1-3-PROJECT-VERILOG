$ cat flow/config.mk
export PLATFORM = sky130hd
export DESIGN_NAME = router13
export DESIGN_NICKNAME = router13
export VERILOG_FILES = /design/flow/design.v
export SDC_FILE = /design/flow/constraint.sdc
export NUM_CORES = 4
export LEC_CHECK = 1
export CORE_UTILIZATION = 50
$ cat flow/constraint.sdc
current_design router13

set clk_period 19.0
set clk_io_pct 0.2

create_clock -name clk0 -period $clk_period [get_ports {clk}]

set non_clock_inputs [all_inputs -no_clocks]
set_input_delay [expr $clk_period * $clk_io_pct] -clock clk0 $non_clock_inputs
set_output_delay [expr $clk_period * $clk_io_pct] -clock clk0 [all_outputs]
$ cat flow/design.v
module fifo13(input clk,resetn,wr_en,sreset_0,re_enb,lfd_state,
              input [7:0]d_in,
              output reg empty,full,
              output reg[7:0]d_out);
reg[3:0]read_poin;
reg[3:0]write_poin;
reg [4:0]fifo_counter;
reg[8:0]mem[15:0];
integer i;
always@(posedge clk)
begin
begin
empty=(fifo_counter==5'b0)?1'b1:1'b0;
full=(fifo_counter==5'b10000)?1'b1:1'b0;
end
begin
if(!resetn || sreset_0)
begin
for(i=0;i<16;i=i+1)
mem[i]=0;
write_poin=4'b0;
read_poin=4'b0;
{d_out,empty,full,fifo_counter}=0;
end
end
begin
if(wr_en && (!re_enb) && (!full))
begin 
write_poin=write_poin+1'b1;
mem[write_poin]={lfd_state,d_in};
fifo_counter=fifo_counter+1'b1;
end
else
write_poin=write_poin;
end
begin
if(re_enb && (!wr_en) && (!empty))
begin
read_poin=read_poin+1'b1;
d_out=mem[read_poin];
fifo_counter=fifo_counter-1'b1;
end
else
read_poin=read_poin;
end
begin
if((re_enb & (!empty)) && (wr_en & (!full)))
begin
read_poin=read_poin+1'b1;
write_poin=write_poin+1'b1;
mem[read_poin]=d_in;
d_out=mem[write_poin];
end
else
begin
read_poin=read_poin;
write_poin=write_poin;
end
end
	begin
		 if(re_enb && (!empty))
			begin
				if(mem[read_poin[3:0]][8])                          
                                        fifo_counter<=mem[read_poin[3:0]][7:2]+1'b1;
				else if(fifo_counter!=6'd0)
					fifo_counter<=fifo_counter-1'b1;
			end
	end
	end
endmodule
module fsm13( input clk,resetn,pktvalid,softreset0,softreset1,softreset2,
            input fifofull,fifoempty0,fifoempty1,fifoempty2,lowpktvalid,paritydone,
            input [1:0]data,
            output detectadd,ldstate,lafstate,fullstate,writeenreg,rstintreg,lfdstate,busy);
reg [2:0]state,nextstate;
parameter
dadress = 000,
lfirstdata   = 001,
waittillempty=010,
loaddata=011,
loadparity=100,
checkparity=101,
fifofullstate=110,
loadafterdata=111;
always@(posedge clk)
begin
if(!resetn)
state=dadress;
else
state=nextstate;
end
always@(*)
begin
case(state)
dadress : if ( pktvalid && (data[1:0]==2'b00 | data[1:0]==2'b01 | data[1:0]==2'b10) && (fifoempty0|fifoempty1|fifoempty2))
           nextstate <= lfirstdata;
          else if(pktvalid && (data[1:0]==2'b00 | data[1:0]==2'b01 |data[1:0]==2'b10) && ((!fifoempty0)|(!fifoempty1)|(!fifoempty2)))
           nextstate<=waittillempty;
           else
           nextstate<=dadress;
lfirstdata: nextstate<=loaddata;
waittillempty: if((fifoempty0) && (data[1:0]==2'b00) || (fifoempty1) && (data[1:0]==2'b00) || (fifoempty2) && (data[1:0]==2'b00))
              nextstate<=lfirstdata;
             else
              nextstate<=waittillempty;
loaddata: if((!fifofull) && (!pktvalid))
          nextstate<=loadparity;
           else if(fifofull)
           nextstate<=fifofullstate;
           else
           nextstate<=loaddata;
loadparity: nextstate<=checkparity;
checkparity: if (fifofull)
           nextstate<=fifofullstate;
           else
             nextstate<=dadress;
fifofullstate: if(!fifofull)
              nextstate<=loadafterdata;
              else
                nextstate<=fifofullstate;
loadafterdata: if((!paritydone) && (!lowpktvalid))
                 nextstate<=loaddata;
                 else if ((!paritydone) && (lowpktvalid))
                 nextstate<=loadparity;
                 else
                 nextstate<=dadress;
endcase
end
assign detectadd=(state==dadress)? 1'b1 :1'b0;
assign ldstate=(state==loaddata)?1'b1 : 1'b0;
assign lfdstate=(state==lfirstdata)?1'b1:1'b0;
assign lafstate=(state==loadafterdata)?1'b1:1'b0;
assign rstintreg=(state==checkparity)?1'b1:1'b0;
assign fullstate=(state==fifofullstate)?1'b1:1'b0;
assign writeenreg=((state==loaddata)||(state==loadparity)||(state==loadafterdata))?1'b1:1'b0;
assign rstintreg=((state==checkparity))?1'b1:1'b0;
assign busy = ((state==lfirstdata)||(state==loadparity)||(state==fifofullstate)||(state==loadafterdata)||(state==waittillempty)||(state==checkparity))?1'b1:1'b0;
endmodule
module register13(input clk,resetn,pktvalid,fifofull,rstintreg,detectadd,ldstate,lafstate,fullstate,lfdstate,
                  input [7:0]datain,
                  output reg paritydone,lowpktvalid,error,
                  output reg [7:0]dout);
reg [7:0]temp,temp2,intparity,packetparity;
always@(posedge clk)
begin
if (!resetn)
begin
dout=0;
error=0;
paritydone=0;
lowpktvalid=0;
end
else
begin 
if(ldstate && ((!fifofull) & (!pktvalid)))
paritydone=1'b1;
else if(lafstate && lowpktvalid && !paritydone)
paritydone=1'b1;
else
   if(detectadd)
paritydone=1'b0;
   else
paritydone=1'b0;
end
begin
if(!resetn)
  lowpktvalid=1'b0;
else
   begin
    if(rstintreg)
         lowpktvalid=1'b0;
     else if((ldstate==1'b1) && (pktvalid==1'b0))
         lowpktvalid=1'b1;
end
end
begin
if (!resetn)
dout<=8'b0;
else
begin 
  if(detectadd && pktvalid)
    temp=datain;
   else if (lfdstate)
     dout=temp;
    else if (ldstate &&(!fifofull))
     dout=datain;
     else if (ldstate && fifofull)
     temp2=datain;
    else if (lafstate)
     dout=temp2;
    end
end
begin
  if(!resetn)
    intparity=8'b0;
  else 
  begin
  intparity=intparity^temp;
  intparity=intparity^((ldstate && pktvalid)?datain:temp2);
  end
end
begin 
if (!resetn)
 packetparity=8'b0;
else if((!pktvalid) && (ldstate))
packetparity=datain;
end
begin
if(!resetn)
intparity=0;
else
if(packetparity!=intparity)
error=1'b1;
else
error=1'b0;
end
end
endmodule
module router13(input clk,resetn,read_enb_0,read_enb_1,read_enb_2,pkt_valid,
              input [7:0]data_in,
              output [7:0]data_out_0,data_out_1,data_out_2,
              output vld_out_0,vld_out_1,vld_out_2,error,busy);
wire [2:0]write_enb;
reg [1:0]datain;
wire detect_add,wr_en_reg,full0,full1,full2,empty0,empty1,empty2,soft_reset_0,
         soft_reset_1,soft_reset_2,fifo_full;
wire low_pkt_valid,parity_done,ld_state,laf_state,full_state,rst_int_reg,lfd_state;
wire [7:0]d_in;
always@(lfd_state)
begin
datain={data_in[1],data_in[0]};
end
syn13 synchronizer(datain,clk,resetn,detect_add,wr_en_reg,read_enb_0,read_enb_1,read_enb_2,full0,full1,full2,empty0,empty1,empty2,vld_out_0,vld_out_1,vld_out_2,
             soft_reset_0,soft_reset_1,soft_reset_2,fifo_full,write_enb);
fsm13 fsm1(clk,resetn,pkt_valid,soft_reset_0,soft_reset_1,soft_reset_2,
           fifo_full,empty0,empty1,empty2,low_pkt_valid,parity_done,
          datain,detect_add,ld_state,laf_state,full_state,wr_en_reg,rst_int_reg,lfd_state,busy);
fifo13 fifo1(clk,resetn,write_enb[0],soft_reset_0,read_enb_0,lfd_state,
        d_in,empty0,full0,data_out_0);
fifo13 fifo2(clk,resetn,write_enb[1],soft_reset_1,read_enb_1,lfd_state,
        d_in,empty1,full1,data_out_1);
fifo13 fifo3(clk,resetn,write_enb[2],soft_reset_2,read_enb_2,lfd_state,
        d_in,empty2,full2,data_out_2);
register13 register(clk,resetn,pkt_valid,fifo_full,rst_int_reg,detect_add,ld_state,laf_state,full_state,lfd_state,data_in,parity_done,low_pkt_valid,error,d_in);
endmodule
module syn13(input [1:0]data_in, 
             input clk,resetn,detect_add,wr_en_reg,ren0,ren1,ren2,full0,full1,full2,empty0,empty1,empty2,
             output  validout_0,validout_1,validout_2,
             output reg sreset_0,sreset_1,sreset_2,
             output reg fifo_full,
             output  reg[2:0]write_enb);
integer readcount0;
integer readcount1;
integer readcount2;
assign validout_0=~empty0;
assign validout_1=~empty1;
assign validout_2=~empty2;
always@(posedge clk)
begin
if((!resetn) )
begin
{write_enb,sreset_0,sreset_1,sreset_2,fifo_full}=0;
end
begin
case(data_in)
2'b00 : fifo_full=full0;
2'b01 : fifo_full=full1;
2'b10 :  fifo_full=full2;
default :  fifo_full=2'bz;
endcase
end
begin
if((detect_add) ||(wr_en_reg))
begin
case(data_in)
00 :  write_enb=3'b001;
01 :  write_enb=3'b010;
10 :  write_enb=3'b100;
11 :  write_enb=3'b000;
endcase
end
end
begin
if(~validout_0)
	begin
	readcount0 = 0;
	sreset_0= 0;
	end
else if(ren0)
    begin
 readcount0 = 0;
	sreset_0= 0;
    end
else if (~ren0)
 if(readcount0==30)
   begin
   sreset_0=1;
  readcount0=0;
   end
  else
  begin
  readcount0=readcount0+1;
  sreset_0=0;
  end
else
sreset_0=0;
end
begin
if(~validout_1)
	begin
	readcount1 = 0;
	sreset_1= 0;
	end
else if(ren0)
    begin
 readcount1 = 0;
	sreset_1= 0;
    end
else if (~ren1)
 if(readcount1==30)
   begin
   sreset_1=1;
   readcount1=0;
   end
  else
  begin
  readcount1=readcount1+1;
  sreset_1=0;
  end
else
sreset_1=0;
end
begin
if(~validout_2)
	begin
	readcount2 = 0;
	sreset_2= 0;
	end
  if(ren2)
    begin
 readcount2 = 0;
	sreset_2= 0;
    end
else if (~ren2)
 if(readcount2==30)
   begin
   sreset_2=1;
   readcount2=0;
   end
  else
  begin
  readcount2=readcount2+1;
  sreset_2=0;
  end
else
sreset_2=0;
end
end
endmodule
$ cat flow/run.sh
#!/bin/bash
# OpenROAD 26Q1-2900-gdf79404cd8, Yosys 0.63+post, stock flow scripts
make -C /OpenROAD-flow-scripts/flow DESIGN_CONFIG=/design/flow/config.mk WORK_HOME=/design/flow/orfs finish
==> reports/qor.yml <==
drt:
  first_pass_iters: 8
  ant_nets: 0
  num_vias: 49100
  post_drt_wl_per_cell_um: 29.2
  drt_iter0_markers: 6171
  route.detailed.drc: 0
  viasPerCell: 6.73
  drt_wl_total_um: 213000
cts:
  cts.repair.resized: 0
  numCtsBuffers: 76
  ctsHoldBuffers: 0
  postCtsSetupRepairBufs: 0
  ctsHtreeMaxLevel: 3
  cts_tree: "done"
  clkTransAtPathRegs_ps: 60
  cts_buffer_depth: 3
  cts-root-buf: "clkbuf_16"
  clock_latency_ps: 680
yosys:
  syn_area_sq_um: 45600
  synth_top_flop_cell: "dfxtp_1"
  top_area_cell: "dfxtp_1"
  synth_flops: 629
  syn_area_per_cell_sq_um: 7.42
  yosys_area_sq_um: 45600
  top_area_frac: 0.261
  ys_cells: 6146
  synth_cells: 6146
  ys_top_cells_by_count: "nand2_1, nor2_1, dfxtp_1"
  ys_async_sr_fraction: 0
  synth_cell_types: 118
  yosys.cell_count.top_type: "nand2_1"
  synthTopCellsByArea: "dfxtp_1, mux2i_1, nand2_1"
  edf_count: 32
  synth_warnings: 7
floorplanning:
  core_area_sq_um: 90100
  initCoreUtil: 0.506
  die_h_um: 304
  num_rows: 110
  die_x_um: 304
  pin_count: 43
  die-area_sq_um: 92400
power:
  p_leak_nw: 18.4
  vdd_drop_max_v: 0.0000782
  pwr_density_cell_nw_per_um2: 92.3
  p_total_mw: 4.64
placed_design:
  io_buffers: 42
  pre_cts_ws_ps: 8230
  hpwl_um: 156000
  routabilityCongestion: 1.12
  dp.cells: 7147
  place_area_sq_um: 47700
final_timing:
  slew_headroom: 0.0560
  min_period_ps: 10440
  fmax_mhz: 95.8
  fin_crit_sh: 0.550
  tns_ps: 0
  untimed_endpoints: 2
  worstMarginPinSlew_ps: 1400
  fin_ws_ps: 8560
  unclocked_regs: 2
  hold_viol: 0
  hold_ws_ps: 458
  setup_violations: 0
  final.setup_skew_ps: 26.4
  rsz0062_at_grt: "no"
  slew_viol_final: 0
global_route:
  grt_use_total: 0.463
  grt_pass1_wl_um: 308000
  antenna_found_initial: 3
  overflow: 0
  grt_pass1_vias: 44600
  grt_max_degree: 127
flow_run:
  drv_cap: 0
  warnings: 70
status:
  status: "completed"
layout:
  final_util: 0.557
  layout.cells.non_filler: 7288
  final_layout_size_suffix_gt1_frac: 0.101
  fin_area_sq_um: 50200
  area_delta_synth_final_pct: 10.2
  nFillCells: 8300
worst_setup_path:
  path_class: "input port to flop"
  cp_max_fo: 47
  start_kind: "input port"
  arrival_ps: 10980
  crit_required_ps: 19540
  cp-end-kind: "flop"
hold_path:
  hold_path.class: "flop to flop"
## final timing paths
kind / startpoint / end / slack [ps] / cells after the start
setup / recovery: resetn / fifo1.fifo_counter[2] / 8560 / 21
hold reg to reg: register.packetparity[1] / register.packetparity[1] / 460 / 1
hold / removal: register.packetparity[1] / register.packetparity[1] / 460 / 1
setup reg to reg: fifo1.fifo_counter[1] / fifo1.fifo_counter[2] / 11940 / 16
## cell usage in the layout, fill, tap and decap left out, drive strengths merged, types with 88 or more instances in the layout
master and instances:
nand2 792, nor2 711, dfxtp 595, a21oi 469, mux2i 403, o21ai 402, and2 305, o22ai 255
buf 224, nand3 193, mux2 158, inv 110, clkbuf 102, nor4 100, nor3 99, a31oi 94
xnor2 88
## power by group
part           leakage [nW]  switching, mW  internal [mW]  total [mW]
clock                  1.25          0.655          0.885        1.54
combinational          12.0           1.14          0.535        1.67
sequential             5.16         0.0481           1.38        1.43
total                  18.4           1.84           2.80        4.64
## layout make-up
class / count / area [sq um] / share of cell area
Multi-Input combinational cell: 4971 / 30800 / 0.612
Sequential cell: 629 / 12900 / 0.257
Clock buffer: 102 / 2110 / 0.0420
Timing Repair Buffer: 265 / 2100 / 0.0418
Tap cell: 1176 / 1470 / 0.0293
Clock inverter: 37 / 458 / 0.00912
Inverter: 107 / 402 / 0.00800
Antenna cell: 1 / 2.50 / 0.0000498
## registers in the layout (all words and copies together), names as in the netlist, 5 cells and up
name / count
fifo1.mem: 144
fifo2.mem: 144
fifo3.mem: 144
synchronizer.readcount0: 32
synchronizer.readcount1: 32
synchronizer.readcount2: 32
fifo1.d_out: 8
fifo2.d_out: 8
fifo3.d_out: 8
register.dout: 8
register.packetparity: 8
register.temp: 8
fifo1.fifo_counter: 5
fifo2.fifo_counter: 5
fifo3.fifo_counter: 5
## worst max-delay path: stages
cell	delay (ps)
buf_2	240
buf_4	390
nor2b_4	210
buf_4	430
and2_1	280
ha_1	270
a211o_1	290
nand2_1	150
inv_1	90
ha_1	300
nor3_1	600
o211ai_1	370
nor2_1	660
a311o_1	700
mux2_2	420
a221o_1	320
a2111oi_0	470
a31oi_1	370
xnor2_1	280
o22ai_1	100
o21bai_1	150
## kinds of logic (layout without fill, tap and decap cells)
logic type | count (synthesis) | after routing | synth area share
buffers and inverters | 546 | 511 | 0.0461
XOR/XNOR | 164 | 164 | 0.0315
adder cells (fa/ha/maj) | 69 | 69 | 0.0189
multiplexers | 561 | 561 | 0.128
flip-flops | 627 | 627 | 0.282
AND/OR/NAND/NOR | 2466 | 2466 | 0.252
other | 0 | 1 | 0
latches | 2 | 2 | 0.000659
AND-OR/OR-AND | 1711 | 1711 | 0.240
## per-layer routing
| metal | share of wire | routed length, um | vias up | GRT usage |
|---|---|---|---|---|
| li1 | - | - | 22100 | - |
| met1 | 0.39 | 82600 | 22800 | 0.641 |
| met2 | 0.40 | 86100 | 3392 | 0.634 |
| met3 | 0.13 | 27600 | 800 | 0.150 |
| met4 | 0.078 | 16600 | 2 | 0.285 |
| met5 | 0.00032 | 69 | - | 0.00568 |
No activity file was given, so power comes from the tool's default toggle rates.
